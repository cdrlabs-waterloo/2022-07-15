File: run.sh
#!/bin/bash
# OpenROAD 26Q1-2900-gdf79404cd8, Yosys 0.63+post, stock flow scripts
make -C /OpenROAD-flow-scripts/flow DESIGN_CONFIG=/design/flow/config.mk WORK_HOME=/design/flow/orfs finish
File: config.mk
export PLATFORM = sky130hd
export DESIGN_NAME = mux
export DESIGN_NICKNAME = mux
export VERILOG_FILES = /design/flow/design.v
export SDC_FILE = /design/flow/constraint.sdc
export NUM_CORES = 4
export LEC_CHECK = 1
export CORE_AREA = 10 10 206 206
export DIE_AREA = 0 0 216 216
File: constraint.sdc
current_design mux

set clk_period 2.3
set clk_io_pct 0.2

create_clock -name clk0 -period $clk_period

set non_clock_inputs [all_inputs -no_clocks]
set_input_delay [expr $clk_period * $clk_io_pct] -clock clk0 $non_clock_inputs
set_output_delay [expr $clk_period * $clk_io_pct] -clock clk0 [all_outputs]
File: design.v
`default_nettype none
module mux(
  input  wire         i_clk_cmo_en,
  input  wire         i_clk_dlo_en,
  input  wire         i_clk_pln_en,
  input  wire [8:0]   i_tst_rf_addr,
  input  wire [1:0]   i_tst_rf_wdat,
  input  wire         i_tst_rf_we,
  output reg  [1:0]   o_tst_rf_rdata,
  input  wire [9:0]   i_tst_ram_adr,
  input  wire         i_tst_ram_cyc,
  input  wire         i_tst_ram_we,
  input  wire [3:0]   i_tst_ram_sel,
  input  wire [31:0]  i_tst_ram_dat,
  output reg  [31:0]  o_tst_ram_rdt,
  output reg          o_tst_ram_ack,
  input  wire [1:0]   i_cmo_q,
  input  wire [8:0]   i_cmo_rf_waddr,
  input  wire [1:0]   i_cmo_rf_wdata,
  input  wire         i_cmo_rf_wen,
  input  wire [8:0]   i_cmo_rf_raddr,
  output reg  [1:0]   o_cmo_rf_rdata,
  input  wire [9:0]   i_cmo_wb_mem_adr,
  input  wire         i_cmo_wb_mem_cyc,
  input  wire         i_cmo_wb_mem_we,
  input  wire [3:0]   i_cmo_wb_mem_sel,
  input  wire [31:0]  i_cmo_wb_mem_dat,
  output reg  [31:0]  o_cmo_wb_mem_rdt,
  output reg          o_cmo_wb_mem_ack,
  input  wire [1:0]   i_dlo_q,
  input  wire [8:0]   i_dlo_rf_waddr,
  input  wire [1:0]   i_dlo_rf_wdata,
  input  wire         i_dlo_rf_wen,
  input  wire [8:0]   i_dlo_rf_raddr,
  output reg  [1:0]   o_dlo_rf_rdata,
  input  wire [9:0]   i_dlo_wb_mem_adr,
  input  wire         i_dlo_wb_mem_cyc,
  input  wire         i_dlo_wb_mem_we,
  input  wire [3:0]   i_dlo_wb_mem_sel,
  input  wire [31:0]  i_dlo_wb_mem_dat,
  output reg  [31:0]  o_dlo_wb_mem_rdt,
  output reg          o_dlo_wb_mem_ack,
  input  wire [1:0]   i_pln_q,
  input  wire [8:0]   i_pln_rf_waddr,
  input  wire [1:0]   i_pln_rf_wdata,
  input  wire         i_pln_rf_wen,
  input  wire [8:0]   i_pln_rf_raddr,
  output reg  [1:0]   o_pln_rf_rdata,
  input  wire [9:0]   i_pln_wb_mem_adr,
  input  wire         i_pln_wb_mem_cyc,
  input  wire         i_pln_wb_mem_we,
  input  wire [3:0]   i_pln_wb_mem_sel,
  input  wire [31:0]  i_pln_wb_mem_dat,
  output reg  [31:0]  o_pln_wb_mem_rdt,
  output reg          o_pln_wb_mem_ack,
  output reg [1:0]    o_q,
  output reg  [9:0]   o_wb_mem_adr,
  output reg          o_wb_mem_cyc,
  output reg          o_wb_mem_we,
  output reg  [3:0]   o_wb_mem_sel,
  output reg  [31:0]  o_wb_mem_dat,
  input  wire [31:0]  i_wb_mem_rdt,
  input  wire         i_wb_mem_ack,
  output reg  [8:0]   o_rf_waddr,
  output reg  [1:0]   o_rf_wdata,
  output reg          o_rf_wen,
  output reg  [8:0]   o_rf_raddr,
  input  wire [1:0]   i_rf_rdata);
  always @* begin
    o_cmo_rf_rdata   = 2'b0;
    o_cmo_wb_mem_rdt = 32'b0;
    o_cmo_wb_mem_ack = 1'b0;
    o_dlo_rf_rdata   = 2'b0;
    o_dlo_wb_mem_rdt = 32'b0;
    o_dlo_wb_mem_ack = 1'b0;
    o_pln_rf_rdata   = 2'b0;
    o_pln_wb_mem_rdt = 32'b0;
    o_pln_wb_mem_ack = 1'b0;
    o_tst_rf_rdata   = 2'b0;
    o_tst_ram_rdt    = 32'b0;
    o_tst_ram_ack    = 1'b0;
    if (i_clk_cmo_en) begin
      o_q              = i_cmo_q;
      o_rf_waddr       = i_cmo_rf_waddr;
      o_rf_wdata       = i_cmo_rf_wdata;
      o_rf_wen         = i_cmo_rf_wen;
      o_rf_raddr       = i_cmo_rf_raddr;
      o_cmo_rf_rdata   = i_rf_rdata;
      o_wb_mem_adr     = i_cmo_wb_mem_adr;
      o_wb_mem_cyc     = i_cmo_wb_mem_cyc;
      o_wb_mem_we      = i_cmo_wb_mem_we;
      o_wb_mem_sel     = i_cmo_wb_mem_sel;
      o_wb_mem_dat     = i_cmo_wb_mem_dat;
      o_cmo_wb_mem_rdt = i_wb_mem_rdt;
      o_cmo_wb_mem_ack = i_wb_mem_ack;
    end else if (i_clk_dlo_en) begin
      o_q              = i_dlo_q;
      o_rf_waddr       = i_dlo_rf_waddr;
      o_rf_wdata       = i_dlo_rf_wdata;
      o_rf_wen         = i_dlo_rf_wen;
      o_rf_raddr       = i_dlo_rf_raddr;
      o_dlo_rf_rdata   = i_rf_rdata;
      o_wb_mem_adr     = i_dlo_wb_mem_adr;
      o_wb_mem_cyc     = i_dlo_wb_mem_cyc;
      o_wb_mem_we      = i_dlo_wb_mem_we;
      o_wb_mem_sel     = i_dlo_wb_mem_sel;
      o_wb_mem_dat     = i_dlo_wb_mem_dat;
      o_dlo_wb_mem_rdt = i_wb_mem_rdt;
      o_dlo_wb_mem_ack = i_wb_mem_ack;
    end else if (i_clk_pln_en) begin
      o_q              = i_pln_q;
      o_rf_waddr       = i_pln_rf_waddr;
      o_rf_wdata       = i_pln_rf_wdata;
      o_rf_wen         = i_pln_rf_wen;
      o_rf_raddr       = i_pln_rf_raddr;
      o_pln_rf_rdata   = i_rf_rdata;
      o_wb_mem_adr     = i_pln_wb_mem_adr;
      o_wb_mem_cyc     = i_pln_wb_mem_cyc;
      o_wb_mem_we      = i_pln_wb_mem_we;
      o_wb_mem_sel     = i_pln_wb_mem_sel;
      o_wb_mem_dat     = i_pln_wb_mem_dat;
      o_pln_wb_mem_rdt = i_wb_mem_rdt;
      o_pln_wb_mem_ack = i_wb_mem_ack;
    end else begin
      o_q             = 2'b0;
      o_rf_waddr      = i_tst_rf_addr;
      o_rf_wdata      = i_tst_rf_wdat;
      o_rf_wen        = i_tst_rf_we;
      o_rf_raddr      = i_tst_rf_addr;
      o_tst_rf_rdata  = i_rf_rdata;
      o_wb_mem_adr     = i_tst_ram_adr;
      o_wb_mem_cyc     = i_tst_ram_cyc;
      o_wb_mem_we      = i_tst_ram_we;
      o_wb_mem_sel     = i_tst_ram_sel;
      o_wb_mem_dat     = i_tst_ram_dat;
      o_tst_ram_rdt    = i_wb_mem_rdt;
      o_tst_ram_ack    = i_wb_mem_ack;
    end
  end
endmodule
==> run notes <==
Status of the implementation.

- The flow ran to the end, and the final reports show no timing, DRC or antenna violations.
- The share of the Yosys chip area taken by registers is 0%.
- The via count of the first global-routing pass is 5935, for reference.
- The signal on the critical path passes through buf_12 -> buf_16 -> nor3_4 -> buf_12 -> buf_12 -> and2_1 -> clkdlybuf4s50_1.
- The slowest stage of the critical path belongs to the cell sky130_fd_sc_hd__clkdlybuf4s50_1.
- The detailed placement HPWL is 24.5 mm, for reference.
- The cell count after synthesis is roughly 460, for reference.
- OpenROAD reports that the post-layout worst path occupies 100% of the period.
- The filler cell count in the final layout is ~4000, for reference.
- The first global-routing pass estimated 40.4 mm of wire.
- The flow reported a cell area power density of 162 nW/µm².
- The most repeated library cell on the critical path is sky130_fd_sc_hd__buf_12, for reference.
- The initial antenna violation count came to 1.
- The final report gives the standard cell area, fillers excluded, as ~10000 µm².
- The required time at the worst-slack endpoint is 1.84 ns, for reference.
- The core region is 37800 µm².
- Counting I/O delays and the setup requirement, the final critical path takes 2.30 ns.
- The total iterations of the first detailed-routing run is 4, for reference.
- The final timing report counts setup violations totalling 0.
- Cells with a size suffix above 1 make up 18.4% of the layout.
- The transition time of the tightest slew-check pin is about 0.27 ns, for reference.
- The overall track demand over capacity in global routing is 11.5%, for reference.
- The synthesis-to-layout area growth is 210%, for reference.
- In the finished design the tool counted flip-flops and latches totalling 0.
- In the routed design, unresolved DRC markers number 0.
- The maximum clock frequency is about 430 MHz, for reference.
- In the routed layout, each cell is associated on average with a via count of 3.68.
- The post-synthesis cell area is 3250 µm², for reference.
- The class of the most critical setup path is in2out, for reference.
- After detailed routing, the total wire length is approximately 30 mm.
- The pin count of the biggest net entering global routing is 36, for reference.
- Measured along the x axis, the die boundary spans between 200 and 250 µm.
- The layout has 0 clock buffers.
- The sort of element at the start of the critical path is an input port, for reference.
- The share of the core area taken by cells at floorplan is 8.62%.
- The final hold violation count recorded for this run is 0.
- The chip occupies 46700 µm².
- Ranked by total cell area, the synthesized netlist is headed by sky130_fd_sc_hd__and2_1, sky130_fd_sc_hd__mux2_2, sky130_fd_sc_hd__mux2i_1.
- The combined flip-flop and latch cell area is 0 µm², for reference.
- The cell count in the Yosys report is 464, for reference.
- The standby leakage power is 4.72 nW, for reference.
- Nets still carrying antenna violations after routing amount to 0.
- The number of cells in the finished layout apart from fillers is 1533, for reference.
- Summing over the stages, the warning tally comes to 34.
- The peak fanout along the critical path is 18, for reference.
- After routing, the total negative slack on setup checks comes to 0 ns.
- In the final layout, the multi-input gates occupy 3090 µm².
- The instance count after placement with tap cells included is 1491, for reference.
- Detailed placement reports a standard cell area of 9260 µm².
- The highest ir drop seen on vdd is 0.0000725 V, for reference.
- The relative max-transition margin is 81.9%, for reference.
- The peak per-stage delay on the critical path is 0.46 ns, for reference.
- The arrival time at the worst endpoint is 1.84 ns, for reference.
- The biggest area consumer among synthesized cells is sky130_fd_sc_hd__and2_1, for reference.
- Sorting the synthesized cells by how often they occur yields sky130_fd_sc_hd__and2_1, sky130_fd_sc_hd__o21ai_0, sky130_fd_sc_hd__nand2_1.
- The count of standard-cell rows is approximately 71, for reference.
- Recorded from the global router log, the overflow total was 0.
- The worst setup path is captured at a primary output.
- The die outline height is 216 µm, for reference.
- Checking hold timing, the worst path is listed with class in2out.
- The mean instance size in the synthesized netlist is 7.01 µm², for reference.
- The max-capacitance violation count is 0, for reference.
- In the final report, the number of pins over their slew limit comes to 0.
- After detailed routing, the average wire length per cell comes to 19.4 µm.
- The number of warning messages in the yosys log is 1, for reference.
- Yosys instantiated no cell more often than sky130_fd_sc_hd__and2_1.
- The detailed router finished its first iteration with 261 violations.
- After layout, the design draws a total of between 0.0015 and 0.002 W.
- The number of unique standard cell types used by synthesis is 23, for reference.
- The final weighted congestion in routability-driven placement is 0.891, for reference.
- Summing over every cut layer, the via total after detailed routing is 5634.
- The count of buffers from port buffering is 522, for reference.
- Setup repair after global routing could not meet its margin everywhere.
- The area figure in the yosys stat output is 3250 µm², for reference.
- The repair_antennas step left the layout with diodes totalling 0.
- The number of top-level design ports is 522, for reference.
- The area fraction of the dominant cell type after synthesis is around a quarter, for reference.
worst paths after layout:
path,start,to,slack (ns),cells past startpoint
max,i_clk_pln_en,o_tst_ram_rdt[4],0.001,7
min,i_clk_cmo_en,o_rf_wdata[1],1.35,3
metrics by stage:
step / hold slack, ns / worst slack [ns] / utilization (%)
2_1_floorplan: 0.976 / 0.581 / -
3_3_place_gp: 1.70 / -0.484 / 24.5
3_5_place_dp: 1.70 / -0.482 / 24.5
4_1_cts: 1.48 / -0.105 / 25.6
5_1_grt: 1.39 / -0.0772 / 26.7
6_report: 1.35 / 0.00109 / 26.7
layout make-up:
| cell class | instances | share of cell area (%) |
|---|---|---|
| Multi-Input combinational cell | 418 | 30.7 |
| Timing Repair Buffer | 604 | 63.0 |
| Tap cell | 511 | 6.35 |
what timing repair did:
item	CTS	global route
gates cloned	6	3
hold endpoints to repair	0	0
hold buffers	0	0
gates resized	145	108
pin swaps	4	11
setup buffers	13	20
endpoints found under the setup margin	130	64
worst max-delay path: cells and delay by family:
| kind | cells | cell delay, ns |
|---|---|---|
| AND/OR/NAND/NOR | 2 | 0.30 |
| buffers and inverters | 5 | 1.05 |
per-layer routing:
| layer | part of all wire, % | global-route usage [%] |
|---|---|---|
| met3 | 9.8 | 4.10 |
| met4 | 1.5 | 1.75 |
| met2 | 50 | 20.3 |
| met5 | 0.034 | 0 |
| met1 | 39 | 13.3 |
placed cells by master, fill, tap and decap left out, drive strengths merged:
cell           instances
mux2i                 52
nor3                   1
mux2                  52
bufbuf                 1
a221oi                16
o21ai                 71
nor2b                 17
clkdlybuf4s15          3
clkdlybuf4s50        397
dlygate4sd2           61
buf                   84
and2b                  1
nor3b                  2
clkbuf                12
a22oi                  3
a21oi                  1
nand2                 62
and2                 140
dlymetal6s2s          46
power breakdown:
group	total, W	switching [W]	internal, W
combinational	0.00163	0.000507	0.00112
clock	0	0	0
sequential	0	0	0
cell families (layout without fill, tap and decap cells):
kind of cell / Yosys count / count (layout) / synth area share [%]
simple gates: 223 / 223 / 39.2
buf+inv: 46 / 604 / 10.6
mux: 104 / 104 / 34.0
compound gates: 91 / 91 / 16.3
No activity file was given, so power comes from the tool's default toggle rates.
